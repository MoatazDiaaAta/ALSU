<file path="flow/run.sh">
#!/bin/bash
# OpenROAD 26Q1-2900-gdf79404cd8, Yosys 0.63+post, stock flow scripts
make -C /OpenROAD-flow-scripts/flow DESIGN_CONFIG=/design/flow/config.mk WORK_HOME=/design/flow/orfs finish
</file>
<file path="flow/constraint.sdc">
current_design ALSU

set clk_period 4.6
set clk_io_pct 0.2

create_clock -name clk0 -period $clk_period [get_ports {clk}]

set non_clock_inputs [all_inputs -no_clocks]
set_input_delay [expr $clk_period * $clk_io_pct] -clock clk0 $non_clock_inputs
set_output_delay [expr $clk_period * $clk_io_pct] -clock clk0 [all_outputs]
</file>
<file path="flow/config.mk">
export PLATFORM = sky130hd
export DESIGN_NAME = ALSU
export DESIGN_NICKNAME = ALSU
export VERILOG_FILES = /design/flow/design.v
export SDC_FILE = /design/flow/constraint.sdc
export NUM_CORES = 4
export LEC_CHECK = 1
export CORE_UTILIZATION = 40
</file>
<file path="flow/design.v">
module ALSU (
    input [2:0] A,B,opcode,
    input cin,serial_in,direction,
    input red_op_A,red_op_B,bypass_A,bypass_B,
    input clk,rst,
    output reg [5:0] out,
    output reg [15:0] leds
);
parameter INPUT_PRIORITY = "A";  
parameter FULL_ADDER     = "ON"; 
reg [2:0] A_reg,B_reg,opcode_reg;
reg cin_reg,serial_in_reg,direction_reg;
reg red_op_A_reg,red_op_B_reg,bypass_A_reg,bypass_B_reg;
reg [5:0] out_shifted,out_rotated;
reg invalid_cases;
reg [24:0] blink_cnt;  
reg blink;
always @(posedge clk or posedge rst) begin
    if(rst) begin
        A_reg <= 0;
        B_reg <= 0;
        opcode_reg <= 0;
        cin_reg <= 0;
        serial_in_reg <= 0;
        direction_reg <= 0;
        red_op_A_reg <= 0;
        red_op_B_reg <= 0;
        bypass_A_reg <= 0;
        bypass_B_reg <= 0;
    end else begin
        A_reg <= A;
        B_reg <= B;
        opcode_reg   <= opcode;  
        cin_reg      <= cin;
        serial_in_reg <= serial_in;
        direction_reg <= direction;
        red_op_A_reg <= red_op_A;
        red_op_B_reg <= red_op_B;
        bypass_A_reg <= bypass_A;
        bypass_B_reg <= bypass_B;
    end
end
always @(posedge clk) begin
    if(direction_reg) begin  
        out_shifted <= {out[4:0], serial_in_reg};
        out_rotated <= {out[4:0], out[5]};
    end else begin           
        out_shifted <= {serial_in_reg, out[5:1]};
        out_rotated <= {out[0], out[5:1]};
    end
end
always @(*) begin
    out = 0;
    invalid_cases = 0;
    if(FULL_ADDER == "ON")
        cin_reg = 1;
    else
        cin_reg = 0;
    if(INPUT_PRIORITY == "A") begin
        if(bypass_A_reg && bypass_B_reg)
            out = {3'b000, A_reg};
        else begin
            case(opcode_reg)
                3'b000: out = red_op_A_reg ? {5'b00000,^A_reg} :
                               red_op_B_reg ? {5'b00000,^B_reg} :
                               {3'b000,(A_reg & B_reg)};
                3'b001: out = red_op_A_reg ? {5'b00000,^A_reg} :
                               red_op_B_reg ? {5'b00000,^B_reg} :
                               {3'b000,(A_reg ^ B_reg)};
                3'b010: out = A_reg + B_reg + cin_reg;
                3'b011: out = A_reg * B_reg;
                3'b100: out = out_shifted;
                3'b101: out = out_rotated;
                3'b110,3'b111: invalid_cases = 1;
            endcase
        end
    end else begin  
        if(bypass_A_reg && bypass_B_reg)
            out = {3'b000, B_reg};
        else begin
            case(opcode_reg)
                3'b000: out = red_op_A_reg ? {5'b00000,^A_reg} :
                               red_op_B_reg ? {5'b00000,^B_reg} :
                               {3'b000,(A_reg & B_reg)};
                3'b001: out = red_op_A_reg ? {5'b00000,^A_reg} :
                               red_op_B_reg ? {5'b00000,^B_reg} :
                               {3'b000,(A_reg ^ B_reg)};
                3'b010: out = A_reg + B_reg + cin_reg;
                3'b011: out = A_reg * B_reg;
                3'b100: out = out_shifted;
                3'b101: out = out_rotated;
                3'b110,3'b111: invalid_cases = 1;
            endcase
        end
    end
    if((red_op_A_reg || red_op_B_reg) && !(opcode_reg==3'b000 || opcode_reg==3'b001))
        invalid_cases = 1;
end
always @(posedge clk or posedge rst) begin
    if(rst) begin
        leds <= 0;
        blink_cnt <= 0;
        blink <= 0;
    end else if(invalid_cases) begin
        blink_cnt <= blink_cnt + 1;
        if(blink_cnt == 25_000_000) begin
            blink_cnt <= 0;
            blink <= ~blink;
        end
        leds <= {16{blink}};
    end else begin
        blink_cnt <= 0;
        blink <= 0;
        leds <= 16'b0;
    end
end
endmodule  
</file>
==> run summary <==
The run has ended; figures from its reports follow.

The register bit total from synthesis came out at 50. The cell family contributing the most delay on the critical path is adder cells. The largest single stage delay on the critical path is 490 ps. The clock buffer count from CTS is 5. CTS saw 50 sinks. The height of the die came out at 85.3 um. The quantity of gates resized following cts is 0. The worst setup path is captured at a primary output.

Entering global routing, the biggest net connects 43 pins. After detailed routing, the number of vias per cell comes to 5.04. The I/O pin count is 40. The largest registers in the layout are blink_cnt (25), out_rotated (6). The minimum clock period came out at 4140 ps.

The fraction of layout cells with a size suffix above 1 came out at 6.23%. The count of final hold-check violations is 0. The most popular library cell in the synthesized design by count is sky130_fd_sc_hd__dfrtp_1. Pins over their slew limit in the final report were tallied at 0.

The core area came out at 6760 sq um. The highest clock frequency the design can meet is 0.242 GHz. The worst clock skew on the final layout came out at 7.12 ps. The commonest cells after synthesis are 42 x sky130_fd_sc_hd__dfrtp_1, 36 x sky130_fd_sc_hd__nor2_1, 20 x sky130_fd_sc_hd__inv_1. The global-route wire length before repair is 8670 um. The count of inserted antenna diode cells came out at 0. The min-delay analysis places its worst path in the category reg2reg.

The via count came out at 1940. The core utilization before placement came out at 41.1%. Ranked by total cell area, the synthesized netlist is headed by sky130_fd_sc_hd__dfrtp_1 38%, sky130_fd_sc_hd__xor2_1 6.0%, sky130_fd_sc_hd__ha_1 5.9%. The maximum root-to-sink buffer count came out at 2. The die is 85.3 um wide. The worst endpoint required time came out at 3680 ps. The final setup violation count came out at 0.

The count of flip-flops with a built-in enable after synthesis is 0. The first TritonRoute pass finished after 4 iterations. The final routed DRC violation total is 0. The total buffers and inverters traversed by the critical path is 4.

Per the GRT congestion report, total overflow comes to 0. The global routing report lists combined usage of all routing layers as 15.4%. The number of placement rows came out at 30.

The initial antenna violation count is 0. The CTS tree is built. The detail route stage leaves a number of antenna-violating nets equal to 0.

The flip-flop count of the largest register, all copies and words added is 25. The register area share after synthesis is 43.6%. The synthesized netlist has a Yosys-reported chip area of 2780 sq um. The total power is 878 uW. The number of buffers inserted by post-CTS setup repair is 0. The top register by number of flip-flops is blink_cnt. For reference, the post-synthesis area per instance comes to 9.96 sq um. Per the run report, area growth between synthesis and finish was 15.6%. The count of tool warnings is 29. The number of global-route vias before repair came out at 1837. The worst VDD IR drop from the latest analysis is 0.000152 V.

The synthesized instance count is 279. The leakage component of the power is 1.45 nW. The area taken by sequential standard cells is reported as 1210 sq um.

The weighted congestion at the end of routability-driven global placement came out at 0.827. Of all nets on the critical path, the largest fanout is 7. Looking at the cell usage after synthesis, the top flip-flop cell is sky130_fd_sc_hd__dfrtp_1.

The timing report shows that the slowest cell on the worst path is sky130_fd_sc_hd__dfrtp_1. The count of buffers inserted at the top-level ports is 38. In this run the tightest slew margin relative to its limit is 62.5%.

The skew report gives the latency at the later pin of the worst-skew pair as 300 ps. The routed design has 4960 um of wire. In this run the critical path is formed by ha_1, xnor2_1, ha_1, ha_1, inv_1, fa_1, inv_1, a32o_1, o21ai_0, inv_1, clkdlybuf4s50_1. The largest total area in the synthesized netlist belongs to sky130_fd_sc_hd__dfrtp_1. The count of yosys warnings during synthesis came out at 1. The post-route clock period utilization came out at 89.9%. The multi-input combinational cells in the finished layout cover a total of 1330 sq um. The clock-pin transition on the worst setup and hold timing paths came out at 100 ps. After legalization and detailed placement, the total HPWL measured 3590 um.

The power per cell area came out at 274 nW/um^2. The cell count listed in synth_stat.txt came out at 279. The worst setup path is of the reg2out kind.

The number of DRC markers after the initial detailed-route iteration came out at 91. Per the CTS log, the root buffer master is sky130_fd_sc_hd__clkbuf_8. The count of hold buffers inserted by post-cts repair came out at 0. The top cell type's share of synthesized area came out at 37.8%. For the pin with the worst max-slew slack, the measured transition is 560 ps. The routed design shows a wire length per standard cell of 12.9 um. The arrival time reported for the critical path endpoint is 3220 ps. Setup repair after global routing left no endpoint under its margin. Across the run, the number of max-cap violations was 0. Per the OpenROAD floorplan log, the area of the die is 7280 sq um. The number of fillers in the final layout is 623.

The sum of negative setup slack is 0 ps. The netlist uses 51 different library cells. The run finished with clean final reports. The cell area after technology mapping came out at 2780 sq um. For this run, asynchronously set or reset flops after synthesis account for 84.0%. The H-tree was split into 2 levels. STA classifies the critical path startpoint as a flop.
==> logic make-up after synthesis <==
kind of cell | share of synthesized area [%]
AND/OR/NAND/NOR | 21.4
multiplexers | 2.93
XOR/XNOR | 9.95
AND-OR/OR-AND | 6.35
adder cells (fa/ha/maj) | 7.30
buffers and inverters | 8.42
flip-flops | 43.6
==> placed cells by master (no fill, tap or decap), drive strengths merged, types with 2 or more instances in the layout <==
cell type,count
nor4,5
and2,9
nor3,3
nor4b,2
mux2i,7
nand4,9
fa,2
ha,13
nor2b,4
clkdlybuf4s50,38
o21ai,10
a21oi,2
nor2,37
buf,2
dfrtp,42
clkbuf,5
and3,3
nand2,15
clkinv,2
nand3,13
xor2,19
a21o,2
xnor2,10
dfxtp,8
a32oi,2
inv,21
a32o,2
==> metal layers <==
layer | global-route usage, % | vias up | part of all wire (%)
li1 | - | 985 | -
met1 | 26.2 | 906 | 51
met2 | 22.6 | 41 | 45
met3 | 1.97 | 8 | 2.8
met4 | 2.58 | 0 | 1.5
met5 | 0 | - | 0
==> path summary, 6_finish.rpt <==
kind                                     from             end  slack [ps]  cells past startpoint
worst min register to register  serial_in_reg  out_shifted[0]         510                      2
worst min-delay path            serial_in_reg  out_shifted[0]         510                      2
min in group asynchronous                 rst    blink_cnt[0]        1030                      3
max in group asynchronous                 rst    bypass_B_reg        3200                      3
worst max register to register       A_reg[1]  out_rotated[2]        1900                     10
worst max-delay path                 A_reg[1]          out[3]         460                     11
==> layout make-up <==
class | instances | share of cell area [%]
Tap cell | 80 | 3.12
Clock inverter | 3 | 0.896
Timing Repair Buffer | 40 | 12.3
Sequential cell | 50 | 37.7
Multi-Input combinational cell | 187 | 41.5
Inverter | 20 | 2.34
Clock buffer | 5 | 2.14
==> power by group <==
| group | internal (mW) | switching, mW | leakage, nW | total (mW) |
|---|---|---|---|---|
| combinational | 0.0622 | 0.0575 | 0.781 | 0.120 |
| clock | 0.113 | 0.160 | 0.0502 | 0.273 |
| sequential | 0.460 | 0.0263 | 0.615 | 0.486 |
| total | 0.635 | 0.243 | 1.45 | 0.878 |
==> worst register-to-register path: stages (launching register included) <==
cell,delay [ps]
sky130_fd_sc_hd__dfrtp_1,490
sky130_fd_sc_hd__ha_1,270
sky130_fd_sc_hd__xnor2_1,130
sky130_fd_sc_hd__ha_1,270
sky130_fd_sc_hd__ha_1,160
sky130_fd_sc_hd__inv_1,50
sky130_fd_sc_hd__fa_1,470
sky130_fd_sc_hd__inv_1,50
sky130_fd_sc_hd__a32o_1,240
sky130_fd_sc_hd__o21ai_0,310
sky130_fd_sc_hd__mux2i_1,120
==> metrics by stage <==
stage / setup slack [ps] / hold WS (ps) / cell area, sq um / util (%) / std cells
final: 463 / 512 / 3210 / 47.5 / 385
after global routing: 175 / 553 / 3210 / 47.5 / 385
after CTS: 441 / 514 / 3210 / 47.5 / 385
after detailed placement: 810 / 497 / 3110 / 46.1 / 377
after global placement: 844 / 488 / 3110 / 46.1 / 377
after floorplan: 1430 / 445 / 2780 / - / 279
No activity file was given, so power comes from the tool's default toggle rates.
